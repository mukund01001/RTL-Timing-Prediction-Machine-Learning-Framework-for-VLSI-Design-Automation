$ cat design.v
module register_file_4x8(
    input clk, rst, wr_en,
    input [1:0] wr_addr, rd_addr,
    input [7:0] wr_data,
    output [7:0] rd_data
);
    reg [7:0] regs [0:3];
    always @(posedge clk or posedge rst) begin
        if (rst) begin
            regs[0] <= 8'd0;
            regs[1] <= 8'd0;
            regs[2] <= 8'd0;
            regs[3] <= 8'd0;
        end else if (wr_en) begin
            regs[wr_addr] <= wr_data;
        end
    end
    assign rd_data = regs[rd_addr];
endmodule
$ cat run.sh
#!/bin/bash
# OpenROAD 26Q1-2900-gdf79404cd8, Yosys 0.63+post, stock flow scripts
make -C /OpenROAD-flow-scripts/flow DESIGN_CONFIG=/design/flow/config.mk WORK_HOME=/design/flow/orfs finish
$ cat config.mk
export PLATFORM = sky130hd
export DESIGN_NAME = register_file_4x8
export DESIGN_NICKNAME = register_file_4x8
export VERILOG_FILES = /design/flow/design.v
export SDC_FILE = /design/flow/constraint.sdc
export NUM_CORES = 4
export LEC_CHECK = 1
export CORE_UTILIZATION = 30
$ cat constraint.sdc
current_design register_file_4x8

set clk_period 2.0
set clk_io_pct 0.2

create_clock -name clk0 -period $clk_period [get_ports {clk}]

set non_clock_inputs [all_inputs -no_clocks]
set_input_delay [expr $clk_period * $clk_io_pct] -clock clk0 $non_clock_inputs
set_output_delay [expr $clk_period * $clk_io_pct] -clock clk0 [all_outputs]
==> results.tsv <==
stage	metric	value	unit
global_route	met3 usage	2.63	%
sta	final slew viol count	0	
sta	Setup TNS	0	ns
synth	synthesized area per cell	17.8	um^2
global_route	Most Crowded Layer GR	met2	
pwr	Peak VDD IR	0.601	mV
sta	final setup fails	0	
drt	routed vias	824	
synth	YS chip area	1410	um^2
finish	Largest regs	regs x32	
placed_design	GPL Wtd Cong	0.721	
drt	DRT Pass-1 Iters	20	
synth	Yosys reg bits	32	
global_route	gr usage total	11.7	%
sta	Hold Slack	0.495	ns
pwr	post-layout power	1.76	mW
synth	Mapped Area	1410	um^2
setup_path	CP endpoint kind	primary output	
global_route	met2 Use GR	19.0	%
synth	post-synthesis cell count	79	
sta	Slew headroom	72.9	%
synth	sequential fraction of the synthesis area	56.9	%
sta	PnR worst setup slack	0.0575	ns
global_route	largest net degree at the start of global routing	33	
floorplan	FP Util	31.6	%
finish	share of layout cells above drive strength 1	52.2	%
clocking	Skew-Pair Late Insertion Delay	0.28	ns
placed_design	buffers added on ports	22	
drt	WL per Instance	15.4	um
drt	DRC Markers	0	
floorplan	DIE WIDTH	70.5	um
min_path	Hold Path Class	primary input to async pin	
synth	yosys warns	2	
global_route	GRT overflow	0	
finish	fin cells	165	
floorplan	number of placement rows	24	
setup_path	Crit-path slowest cell	mux4_2	
clocking	H-tree Lvls	2	
synth	Synth top area share	56.9	%
global_route	vias in the first global route	865	
setup_path	CP Cell Sequence	mux4_2, clkdlybuf4s50_1	
job	Log Warnings	25	
setup_path	crit start category	flip-flop	
floorplan	Die Y	70.5	um
setup_path	crit-path leading delay family	multiplexers	
sta	Final period util	97.1	%
sta	RSZ-0062 raised after global routing	no	
drt	diode count	0	
clocking	clock sink count	32	
clocking	clk root buf	clkbuf_8	
sta	Least-Margin Pin Slew	0.407	ns
setup_path	max incr delay on CP	0.47	ns
job	Max Cap Viol	0	
sta	crit path time final	1.94	ns
clocking	CTS tree	done	
clocking	TritonCTS Buffers	5	
setup_path	critical path type	flip-flop to primary output	
placed_design	DP Worst Slack	-0.382	ns
drt	final WL	2540	um
synth	Cell area leaders	dfrtp_1, mux2_2, mux4_2	
setup_path	Worst EP required	1.60	ns
floorplan	io pins	23	
global_route	initial antenna violation count	0	
clocking	CTS clk-pin slew, worst paths	0.07	ns
clocking	Post-CTS Hold Fix Bufs	0	
pwr	leak pwr	0.775	nW
setup_path	WP data arrival	1.54	ns
drt	vias per inst	4.99	
floorplan	Die ar.	4970	um^2
outcome	outcome	finished, final reports clean	
synth	Unique cell types	8	
placed_design	placed cell count	156	
sta	Clock Skew	0	ns
placed_design	placed instance area	1720	um^2
setup_path	CP bufs+invs	1	
global_route	met1 track demand over resource	16.8	%
clocking	Max Root-Sink Buffers	2	
global_route	first-pass GRT wire length	4310	um
sta	Hold Vio Cnt, Final	0	
drt	Routed Antenna Nets	0	
synth	ys cells	79	
finish	Area growth syn-to-layout	30.6	%
pwr	P per Cell Area	956	nW/um^2
sta	Max Clk Rate	515	MHz
finish	final core utilization	41.3	%
drt	starting DRC count in detailed routing	22	
floorplan	CORE AREA	4440	um^2
finish	finished layout cell area	1840	um^2
finish	Biggest register	regs	
synth	Yosys top cell by area	dfrtp_1	
finish	max FFs per register	32	
setup_path	crit path max fanout	2	
==> cell families (layout without fill, tap and decap cells) <==
| group | count (synthesis) | in the layout | synth area share [%] |
|---|---|---|---|
| buffers and inverters | 3 | 37 | 0.978 |
| flip-flops | 32 | 32 | 56.9 |
| multiplexers | 40 | 40 | 38.4 |
| AND/OR/NAND/NOR | 4 | 4 | 3.65 |
==> cell usage in the layout, fill, tap and decap left out <==
cell             count
buf_2                1
buf_4                3
buf_6                3
bufinv_16            1
clkbuf_1             1
clkbuf_2             1
clkbuf_8             5
clkdlybuf4s50_1     18
clkinv_2             1
dfrtp_1             32
dlygate4sd2_1        1
dlymetal6s2s_1       1
inv_1                1
mux2_2              32
mux4_2               8
nand3_2              1
nand3b_2             2
nor3b_4              1
==> path summary, 6_finish.rpt <==
path | start | end | slack [ns] | cells after the start
worst max-delay path | regs[3][5] | rd_data[5] | 0.06 | 2
worst min-delay path | rst | regs[0][4] | 0.49 | 3
worst max register to register | regs[2][3] | regs[2][3] | 1.24 | 1
worst min register to register | regs[0][6] | regs[0][6] | 0.50 | 1
max in group asynchronous | rst | regs[0][5] | 1.19 | 3
min in group clk0 | regs[0][6] | regs[0][6] | 0.50 | 1
==> layer usage <==
| metal | vias up | part of all wire, % | wire length [um] |
|---|---|---|---|
| li1 | 372 | - | - |
| met1 | 433 | 43 | 1100 |
| met2 | 14 | 52 | 1330 |
| met3 | 5 | 2.8 | 71 |
| met4 | 0 | 1.4 | 36 |
| met5 | - | 0 | 0 |
==> report_power, final <==
part | internal, mW | leakage, nW | switching [mW]
Combinational | 0.242 | 0.341 | 0.0876
Clock | 0.369 | 0.0552 | 0.232
Sequential | 0.770 | 0.379 | 0.0548
Total | 1.38 | 0.775 | 0.374
==> Yosys cell counts <==
master    count
dfrtp_1      32
mux2_2       32
mux4_2        8
buf_2         2
nand3b_2      2
inv_1         1
nand3_2       1
nor3b_4       1
==> repair_timing <==
item	4_1_cts	5_1_grt
gates resized	10	2
setup buffers	1	0
setup endpoints to repair	8	2
==> area by class of cell <==
cell class / instances / area [um^2]
Inverter: 1 / 3.75
Clock inverter: 2 / 35.0
Sequential cell: 32 / 801
Multi-Input combinational cell: 44 / 592
Tap cell: 52 / 65.1
Fill cell: 427 / 2610
Timing Repair Buffer: 28 / 268
Clock buffer: 6 / 72.6
Power figures rest on the tool's default switching activity, not on a simulated workload.
