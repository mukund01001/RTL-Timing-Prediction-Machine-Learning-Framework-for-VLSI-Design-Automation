File: /design/flow/design.v
module fifo_8x4(
    input clk, rst, wr_en, rd_en,
    input [3:0] data_in,
    output reg [3:0] data_out,
    output reg full, empty
);
    reg [3:0] mem [0:7];
    reg [2:0] wr_ptr, rd_ptr;
    reg [3:0] count;
    always @(posedge clk or posedge rst) begin
        if (rst) begin
            wr_ptr <= 3'd0;
            rd_ptr <= 3'd0;
            count <= 4'd0;
            full <= 1'b0;
            empty <= 1'b1;
        end else begin
            if (wr_en && !full) begin
                mem[wr_ptr] <= data_in;
                wr_ptr <= wr_ptr + 1;
                count <= count + 1;
            end
            if (rd_en && !empty) begin
                data_out <= mem[rd_ptr];
                rd_ptr <= rd_ptr + 1;
                count <= count - 1;
            end
            full <= (count == 4'd8);
            empty <= (count == 4'd0);
        end
    end
endmodule
File: /design/flow/run.sh
#!/bin/bash
# OpenROAD 26Q1-2900-gdf79404cd8, Yosys 0.63+post, stock flow scripts
make -C /OpenROAD-flow-scripts/flow DESIGN_CONFIG=/design/flow/config.mk WORK_HOME=/design/flow/orfs finish
File: /design/flow/config.mk
export PLATFORM = sky130hd
export DESIGN_NAME = fifo_8x4
export DESIGN_NICKNAME = fifo_8x4
export VERILOG_FILES = /design/flow/design.v
export SDC_FILE = /design/flow/constraint.sdc
export NUM_CORES = 4
export LEC_CHECK = 1
export CORE_UTILIZATION = 50
File: /design/flow/constraint.sdc
current_design fifo_8x4

set clk_period 2.2
set clk_io_pct 0.2

create_clock -name clk0 -period $clk_period [get_ports {clk}]

set non_clock_inputs [all_inputs -no_clocks]
set_input_delay [expr $clk_period * $clk_io_pct] -clock clk0 $non_clock_inputs
set_output_delay [expr $clk_period * $clk_io_pct] -clock clk0 [all_outputs]
==> CHANGELOG.md <==
### Implementation results

* Outcome: completed
* Final min period at 1.90 ns
* # clock sinks at 48
* Yosys adder share at 7.77%
* Commonest flop: edfxtp_1
* Reg2Reg Depth at 6
* Final instance area at 2370 um^2
* Gate Count Post-Synth at 139
* Final Max Slew Viols at 0
* Initial antenna violation count at 0
* Clk pwr share at 20.9%
* YS chip area at 2090 um^2
* Post-Syn Area at 2090 um^2
* Yosys Warn Count at 2
* Initial DRC count at 56
* Multiplexer share at 4.12%
* Slew headroom at 68.6%
* Non-filler instance count after layout at 208
* Critical Path Sink Type: flop
* Aoi/oai-family share of the synthesized area at 7.11%
* Endpoints failing hold at 0
* Busiest layer in global routing: met1
* Routed len/inst at 16.6 um
* Inserted Clock Buffers at 5
* Max cap viols at 0
* Chip Width at 66.7 um
* Grt ovf at 0
* Grt met2 use at 29.3%
* Worst-margin pin slew at 0.470 ns
* Cts-stage hold buffer count at 0
* Ys async rst share at 25.0%
* Post-synth EDFFs at 36
* Synth flops at 48
* DP Area at 2270 um^2
* Initial Util at 52.3%
* Worst hold path type: flop to flop
* Yosys Instances at 139
* Hold_ws at 0.440 ns
* Clock Path Buffers at 2
* Largest net degree at the start of global routing at 15
* Worst-Skew Late Latency at 0.30 ns
* Crit path arrival time at 1.91 ns
* Fmax at 527 MHz
* Setup bufs post-CTS at 0
* Post-CTS resize count at 0
* HPWL Detailed at 2530 um
* Top non-seq family: simple AND/OR/NAND/NOR gates
* CP startpoint kind: flop
* Logic area at 652 um^2
* Vias per inst at 5.43
* Clock slew seen by the registers of the worst setup and hold paths at 0.08 ns
* Vias at 1129
* DRT Pass-1 Iters at 4
* Clock skew at 0.00583 ns
* Sequential Power Share at 46.9%
* Lkg Pwr at 0.891 nW
* FP Rows at 23
* Sw frac at 30.6%
* Sequential Area at 1380 um^2
* Final setup TNS at 0 ns
* Post-synth cell types at 32
* IO Count at 14
* Worst-path fanout max at 8
* Share of cells above drive strength 1 at 12.7%
* RSZ-0062 raised after global routing: no
* GPL Wtd Cong at 0.891
* Placed cell count at 200
* WS Path Type: flop to flop
* Int Pwr at 1.99 mW
* CTS root buf: clkbuf_8
* Area delta synth->final at 13.4%
* DRC viols at 0
* # H-tree levels at 2
* Die Height at 66.7 um
* Cell count of the worst hold path at 1
* Area leader, netlist: edfxtp_1
* Comb power frac at 32.2%
* IO Port Bufs at 13
* Critical Path RT at 2.22 ns
* Syn avg cell area at 15.1 um^2
* CORE AREA at 4000 um^2
* Antenna Nets Post-Route at 0
* Psw at 0.875 mW
* Worst IR drop on VDD at 0.000651 V
* Cell area leaders: edfxtp_1 52%, dfrtp_1 13%, ha_1 7.8%, mux2_2 2.7%, nand2_1 2.2%
* N_diodes at 0
* Tool warnings at 33
* WL final at 3450 um
* Xor/xnor share at 2.51%
* GR Layer Usage met1 at 32.0%
* Setup violators final at 0
* CTS tree: done
* Area leader share at 51.6%
* Post-synth seq share at 66.0%
* Vias in the first global route at 1204
* Power per cell area at 1210 nW/um^2
* Filler cell count at 290
* GR Layer Usage met3 at 5.73%
* Final period utilization at 86.3%
* Global-route wire length before repair at 5800 um
* Chip area at 4450 um^2
* GRT Overall Usage at 19.8%
* Simple-Gate Fraction of Synth Area at 9.62%
[path summary, 6_finish.rpt]
kind                       slack (ns)          end  startpoint
max                              0.30  data_out[2]   rd_ptr[0]
min                              0.44        empty    count[3]
max reg2reg                      0.30  data_out[2]   rd_ptr[0]
min reg2reg                      0.44        empty    count[3]
max in group asynchronous        1.31        empty         rst
min in group asynchronous        0.54    wr_ptr[2]         rst
[per-layer routing]
| layer | part of all wire [%] | wire (um) | vias to the layer above |
|---|---|---|---|
| met5 | 0 | 0 | - |
| met4 | 3.0 | 104 | 0 |
| met3 | 4.9 | 170 | 10 |
| met2 | 47 | 1630 | 35 |
| met1 | 45 | 1540 | 535 |
| li1 | - | - | 549 |
[worst max-delay path: stages (launching register included)]
cell     delay (ns)
dfrtp_1        0.43
ha_1           0.24
ha_1           0.27
nor4_2         0.28
nand2_1        0.20
nor2_1         0.15
a41oi_1        0.06
[per-stage QoR]
stage          worst slack, ns  total power, mW  utilization [%]
3_3_place_gp             0.327             2.25             56.7
2_1_floorplan            0.503             2.02                -
6_report                 0.301             2.86             59.4
3_5_place_dp             0.264             2.29             56.7
4_1_cts                  0.302             2.89             59.4
5_1_grt                  0.193             3.08             59.4
[power groups by stage]
stage,Clock [mW],Combinational (mW),Sequential [mW]
global route,0.652,1.06,1.37
CTS,0.613,0.936,1.34
finish,0.599,0.922,1.34
[cell usage after synthesis, types with 2 or more instances]
cell and instances:
a21oi_1 2, a222oi_1 3, a22o_1 4, a41oi_1 3, and2_1 5, and3_1 3
buf_6 2, dfrtp_1 11, edfxtp_1 36, ha_1 13, inv_1 7, mux2_2 5
mux2_4 2, nand2_1 12, nor2_1 6, nor3_1 2, nor4_1 2, o21ai_0 3
xnor2_1 5
[registers in the layout, indices dropped and copies added (netlist names)]
name / cells
empty: 1
rd_ptr: 3
wr_ptr: 3
data_out: 4
full: 1
count: 4
mem: 32
[placed cells by master (no fill, tap or decap), types with 3 or more instances in the layout]
cell type,Yosys,layout
and3_1,3,3
o21ai_0,3,3
edfxtp_1,36,36
nand2_1,12,12
nor2_1,6,6
a222oi_1,3,3
and2_1,5,5
inv_1,7,7
a41oi_1,3,3
clkdlybuf4s50_1,0,13
mux2_2,5,5
a22o_1,4,4
ha_1,13,13
xnor2_1,5,5
dfrtp_1,11,11
clkbuf_8,0,5
[final cells by class]
type | count | area share (%)
well taps | 50 | 2.63
flip-flops and latches | 48 | 58.2
clock inverters | 3 | 1.58
clock buffers | 5 | 2.90
inverters | 7 | 1.11
multi-input cells | 80 | 27.4
repair buffers | 15 | 6.11
[cells by family (layout without fill, tap and decap cells)]
logic type,count (synthesis),after routing
flip-flops,48,48
AND/OR/NAND/NOR,36,36
AND-OR/OR-AND,18,18
adder cells (fa/ha/maj),13,13
buffers and inverters,11,30
multiplexers,7,7
XOR/XNOR,6,6
Power is estimated from default activity; no workload was simulated.
