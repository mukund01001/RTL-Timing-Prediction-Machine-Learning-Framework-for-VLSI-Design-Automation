==> design/flow/design.v <==
module multiplier_4x4(
    input [3:0] a, b,
    output [7:0] product
);
    wire [3:0] p0, p1, p2, p3;
    wire [7:0] sum1, sum2, sum3;
    assign p0 = {4{a[0]}} & b;
    assign p1 = {4{a[1]}} & b;
    assign p2 = {4{a[2]}} & b;
    assign p3 = {4{a[3]}} & b;
    assign sum1 = {4'b0, p0};
    assign sum2 = sum1 + {3'b0, p1, 1'b0};
    assign sum3 = sum2 + {2'b0, p2, 2'b0};
    assign product = sum3 + {1'b0, p3, 3'b0};
endmodule
==> design/flow/run.sh <==
#!/bin/bash
# OpenROAD 26Q1-2900-gdf79404cd8, Yosys 0.63+post, stock flow scripts
make -C /OpenROAD-flow-scripts/flow DESIGN_CONFIG=/design/flow/config.mk WORK_HOME=/design/flow/orfs finish
==> design/flow/config.mk <==
export PLATFORM = sky130hd
export DESIGN_NAME = multiplier_4x4
export DESIGN_NICKNAME = multiplier_4x4
export VERILOG_FILES = /design/flow/design.v
export SDC_FILE = /design/flow/constraint.sdc
export NUM_CORES = 4
export LEC_CHECK = 1
export CORE_AREA = 10 10 70 70
export DIE_AREA = 0 0 80 80
==> design/flow/constraint.sdc <==
current_design multiplier_4x4

set clk_period 3.4
set clk_io_pct 0.2

create_clock -name clk0 -period $clk_period

set non_clock_inputs [all_inputs -no_clocks]
set_input_delay [expr $clk_period * $clk_io_pct] -clock clk0 $non_clock_inputs
set_output_delay [expr $clk_period * $clk_io_pct] -clock clk0 [all_outputs]
==> impl_metrics.toml <==
# physical design summary
[hold_path]
hp-start = "b[3]"
hp-class = "input pin to output pin"

[floorplanning]
initCoreUtil_pct = 11.3
die_width_um = 80
rows = 21
die.size.y_um = 80
ios = 16
die-area_um2 = 6400
fp.coreArea_um2 = 3420

[route]
via_per_inst = 3.33
drtPass1Iterations = 3
vias = 376
drt_wl_total_um = 1010
wl_per_cell_um = 8.92
ant_nets = 0
n_antenna_cell = 0
drt_iter0_markers = 21
drc = 0

[power]
cellPowerDensity_nw_per_um2 = 153
switching_share_pct = 38.9
power.static_leakage_nw = 0.353
design_power_total_w = 0.000104
p_seq_share_pct = 0
p_sw_w = 0.0000405
power_frac_comb_pct = 100.0
peakVddDrop_v = 0.0000549
p_int_w = 0.0000636
clkPwrFrac_pct = 0

[worst_setup_path]
critPathKind = "input pin to output pin"
end_kind = "output pin"
critical_path_arrival_ns = 3.08
startpoint_type = "input pin"
cp-startpoint = "a[1]"
required_ns = 2.72
cp_max_fo = 2

[place]
place_inst = 109
place.gp.congestion = 0.732
hpwl_um = 850
port_buffers = 16

[timing]
setup_ws_ns = -0.357
fin_crit_ns = 3.76
rsz0062_at_grt = "true"
final-setup-viol-count = 4
max_freq_mhz = 266
worst_pin_slew_ns = 0.127
hold_violations = 0
fin_crit_sh_pct = 111
max_slew_margin_pct = 91.4
slew_viol_final = 0

[global_route]
grt_usage_pct = 3.27
grt-ovfl-total = 0
grt_pass1_vias = 374
antenna_found_initial = 0
grt_max_degree = 5
grt_pass1_wl_um = 1730

[logic_synthesis]
ys_seq_share_pct = 0
yosys_warnings = 0
yosys_cells = 42
ys_chip_area_um2 = 385
syn_area_um2 = 385
yosysUniqueCellTypes = 10
syn-instance-count = 42
syn_area_per_cell_um2 = 9.18

[finish]
layout-drive-gt1-share_pct = 44.8
final_cells = 113
flops = 0
fill_cells = 397
ff_latch_area_um2 = 0
area_growth_pct = 76.6
clock_buffers = 0

[run]
warnings = 35
drv_cap = 0

[cts]
cts.hold.buffers_added = 0

[run_status]
status = "finished, violations left"
violations = "negative setup slack"
## layout make-up
type,instances,area [um2],area share (%)
well taps,46,57.6,8.46
repair buffers,25,196,28.9
multi-input cells,38,412,60.5
inverters,4,15.0,2.21
## power groups by stage
stage / sequential, W / clock [W] / combinational, W
final: 0 / 0 / 0.000104
after global routing: 0 / 0 / 0.000121
after CTS: 0 / 0 / 0.000103
## cell families after synthesis
group,count (synthesis),synth area share [%]
simple gates,16,23.4
fa+ha+maj,15,58.4
compound gates,4,7.47
buf+inv,4,3.89
xor+xnor,3,6.82
## metal layers
metal  global-route usage, %  vias up  share of wire [%]
li1                        -      186                  -
met1                    5.60      177                 56
met2                    3.37       13                 30
met3                    1.70        0                 13
met4                       0        0                  0
met5                       0        -                  0
## stage by stage
| stage | setup slack [ns] | hold slack [ns] | utilization, % | instance area (um2) | setup TNS, ns |
|---|---|---|---|---|---|
| 2_1_floorplan | -0.0796 | 1.43 | - | 393 | -0.0796 |
| 3_3_place_gp | -1.17 | 2.39 | 19.0 | 648 | -4.40 |
| 3_5_place_dp | -1.18 | 2.41 | 19.0 | 648 | -4.43 |
| 4_1_cts | -0.436 | 1.93 | 19.2 | 656 | -0.945 |
| 5_1_grt | -0.467 | 2.00 | 19.9 | 681 | -1.22 |
| 6_report | -0.357 | 1.92 | 19.9 | 681 | -0.859 |
## worst paths after layout
kind	endpoint	depth (start not counted)
hold / removal	product[7]	5
setup / recovery	product[7]	12
## synth_stat cells, drive strengths merged
cell type / n / area (um2)
xnor2: 2 / 17.5
a21o: 2 / 15.0
a21oi: 2 / 13.8
inv: 4 / 15.0
fa: 5 / 100
nand2: 4 / 15.0
ha: 10 / 125
and2: 12 / 75.1
xor2: 1 / 8.76
## cell usage in the layout (no fill, tap or decap)
| master | n |
|---|---|
| ha_1 | 8 |
| and2_1 | 9 |
| fa_1 | 3 |
| xor2_1 | 1 |
| fa_2 | 2 |
| nand2_1 | 4 |
| buf_2 | 7 |
| and2_4 | 3 |
| a21oi_2 | 2 |
| dlygate4sd2_1 | 3 |
| a21o_1 | 2 |
| clkdlybuf4s50_1 | 3 |
| buf_6 | 2 |
| inv_1 | 2 |
| inv_2 | 2 |
| buf_8 | 1 |
| buf_4 | 9 |
| ha_4 | 2 |
| xnor2_1 | 2 |
## worst max-delay path, stage by stage
cell     delay (ns)
buf_8          0.10
and2_4         0.15
fa_1           0.53
inv_1          0.05
fa_1           0.49
inv_2          0.05
ha_4           0.16
fa_2           0.36
a21o_1         0.17
a21oi_2        0.12
xnor2_1        0.12
buf_2          0.11
## timing repair
action | CTS | global route
resized | 51 | 3
setup buffers | 2 | 2
setup endpoints to repair | 5 | 4
pin swaps | 13 | 8
Power is estimated from default activity; no workload was simulated.
